--- design/flow/config.mk ---
export PLATFORM = sky130hd
export DESIGN_NAME = bht_2bit
export DESIGN_NICKNAME = bht_2bit
export VERILOG_FILES = /design/flow/design.v
export SDC_FILE = /design/flow/constraint.sdc
export NUM_CORES = 4
export LEC_CHECK = 1
export CORE_UTILIZATION = 50
--- design/flow/constraint.sdc ---
current_design bht_2bit

set clk_period 5.8
set clk_io_pct 0.2

create_clock -name clk0 -period $clk_period [get_ports {clk}]

set non_clock_inputs [all_inputs -no_clocks]
set_input_delay [expr $clk_period * $clk_io_pct] -clock clk0 $non_clock_inputs
set_output_delay [expr $clk_period * $clk_io_pct] -clock clk0 [all_outputs]
--- design/flow/design.v ---
module bht_2bit
#(
    parameter INDEX_BITS = 8,
    parameter BHT_SIZE = 1 << INDEX_BITS
)
(
    input           clk,
    input           rst_n,
    input  [31:0]   pc_f_i,
    input           update_en_i,
    input  [31:0]   update_pc_i,
    input           update_taken_i,
    output          predict_taken_o
);
reg [1:0] bht [0:BHT_SIZE-1];		 
wire [INDEX_BITS-1:0] fetch_index = pc_f_i[INDEX_BITS+1:2];
wire [INDEX_BITS-1:0] update_index = update_pc_i[INDEX_BITS+1:2];
assign predict_taken_o = bht[fetch_index][1];
integer i;
always @(posedge clk or negedge rst_n) begin
    if (!rst_n) begin			 
        for (i = 0; i < BHT_SIZE; i = i + 1)
            bht[i] <= 2'b00;
    end
    else if (update_en_i) begin	 
        case(bht[update_index])
            2'b11: bht[update_index] <= update_taken_i ? 2'b11 : 2'b10;
            2'b10: bht[update_index] <= update_taken_i ? 2'b11 : 2'b01;
            2'b01: bht[update_index] <= update_taken_i ? 2'b10 : 2'b00;
            2'b00: bht[update_index] <= update_taken_i ? 2'b01 : 2'b00;
        endcase
    end
end
endmodule
--- design/flow/run.sh ---
#!/bin/bash
# OpenROAD 26Q1-2900-gdf79404cd8, Yosys 0.63+post, stock flow scripts
make -C /OpenROAD-flow-scripts/flow DESIGN_CONFIG=/design/flow/config.mk WORK_HOME=/design/flow/orfs finish
==> flow_summary.json <==
{
  "hold_path_class": "in2async",
  "antenna_left": 0,
  "end_kind": "output pin",
  "core_um2": 55200,
  "top_area_cell": "dfrtp_1",
  "regMostFlops": "bht",
  "clock_latency_ns": 0.65,
  "globalplace.congestion": 1.277,
  "outcome": "finished, violations left",
  "globalRouteOverflowTotal": 0,
  "cts_sinks": 512,
  "hold_viol_final": 0,
  "crit_slowest_cell": "nor3_2",
  "path_cells": "clkdlybuf4s50_1 > inv_2 > nor3_2 > buf_4 > a22o_1 > a221oi_1 > buf_4 > nand4_1 > o311a_1 > o21ai_0 > nand3_1 > mux2_2 > clkdlybuf4s50_1",
  "vias_per_cell": 7.833,
  "tool_warnings": 89,
  "grt_start_max_net_pins": 120,
  "timing.final.crit_share_pct": 101.7,
  "slew_headroom_pct": 14.33,
  "synthArstFlopShare_pct": 100.0,
  "clock.fmax_mhz": 169.6,
  "n_fill_cell": 4371,
  "p_total_mw": 9.634,
  "fin_skew_ns": 0.04276,
  "fp_util_pct": 50.75,
  "vdd_ir_drop_max_v": 0.0003938,
  "largest_reg_flops": 512,
  "clkTransAtPathRegs_ns": 0.07,
  "postPlaceCellArea_um2": 31610,
  "slew_violations": 0,
  "grt_util_all_layers_pct": 65.75,
  "grt_pass1_wl_um": 243700,
  "die_area_um2": 56980,
  "syn_avg_cell_area_um2": 8.430,
  "stdcell_area_um2": 33610,
  "cts_max_path_buffers": 3,
  "powerDensity_nw_per_um2": 286.6,
  "ys_cells": 3323,
  "flop_cell": "dfrtp_1",
  "drive_gt1_share_pct": 15.98,
  "routed_wl_um": 179000,
  "grt_pass1_vias": 31470,
  "rsz0062_at_grt": "no",
  "min_period_ns": 5.896,
  "h-tree-depth": 2,
  "num_rows": 86,
  "start_kind": "input pin",
  "io_buffers": 20,
  "setup_ws_ns": -0.09583,
  "cts-root-buf": "clkbuf_16",
  "worstPathArrival_ns": 4.74,
  "ys_seq_share_pct": 45.73,
  "finalHoldWorstSlack_ns": 0.4792,
  "yosysTopAreaCellShare_pct": 45.73,
  "failed_checks": "setup timing",
  "tightest_slew_ns": 1.275,
  "final.setup.tns_ns": -0.09583,
  "worst-setup-path-type": "in2out",
  "grt_antenna_before_repair": 31,
  "die.size.y_um": 238.7,
  "die_width_um": 238.7,
  "synthDistinctLibCells": 76,
  "utilization_pct": 60.89,
  "synth-edff-count": 0,
  "drc": 0,
  "worst_ep_required_time_ns": 4.64,
  "largestRegisters": "bht (512)",
  "setup_viol": 1,
  "ys_area_um2": 28010,
  "io_pins": 69,
  "cts-buffers-inserted": 53,
  "synth_cells": 3323,
  "wl_per_cell_um": 41.45,
  "syn_area_um2": 28010,
  "worst_path_largest_cell_delay_ns": 0.82,
  "leakage_nw": 13.96,
  "area_leaders": "dfrtp_1 (46%), nor2_1 (11%), a31oi_1 (6.3%), a21oi_1 (5.3%), a22oi_1 (3.3%)",
  "areaGrowthSynthToFinish_pct": 19.98,
  "yosys_warnings": 2,
  "drt_iter0_drc": 5461,
  "crit_path_max_fanout": 7,
  "ys.flops": 512,
  "num_vias": 33830,
  "cts_tree": "built",
  "hold_buffers": 0,
  "cap_violations": 0,
  "place_hpwl_um": 130100,
  "first_pass_iters": 10
}
critical path: cells and delay by family:
kind | cells | cell delay, ns
buffers and inverters | 5 | 1.59
and+or+nand+nor | 3 | 1.15
muxes | 1 | 0.19
AOI/OAI and AO/OA | 4 | 0.65
metal layers:
| metal | wire length [µm] | vias to the layer above | track usage, % |
|---|---|---|---|
| li1 | - | 12720 | - |
| met1 | 56890 | 15830 | 74.09 |
| met2 | 65030 | 3863 | 79.51 |
| met3 | 34750 | 1387 | 50.59 |
| met4 | 21590 | 22 | 53.28 |
| met5 | 710 | - | 16.97 |
layout make-up:
| cell class | count | area (µm²) | area share (%) |
|---|---|---|---|
| Multi-Input combinational cell | 2513 | 14240 | 42.36 |
| Sequential cell | 512 | 12810 | 38.12 |
| Timing Repair Buffer | 393 | 3685 | 10.96 |
| Clock buffer | 71 | 1484 | 4.415 |
| Tap cell | 748 | 935.9 | 2.784 |
| Clock inverter | 26 | 310.3 | 0.9232 |
| Antenna cell | 47 | 117.6 | 0.3499 |
| Inverter | 8 | 30.03 | 0.08934 |
where the power goes:
group | internal, mW | switching (mW) | leakage, nW | total [mW]
registers | 3.86 | 0.441 | 6.97 | 4.30
clock network | 2.07 | 1.53 | 0.887 | 3.60
logic | 0.548 | 1.19 | 6.11 | 1.74
cells in the mapped netlist (all sizes together) (39+ instances only):
master / n
nor2: 826
dfrtp: 512
a21oi: 297
a31oi: 284
clkbuf: 154
nand2: 145
nand3: 142
buf: 136
a22oi: 125
o21ai: 58
a32oi: 41
nand4: 40
nor3: 39
logic make-up (layout without fill, tap and decap cells):
group,count (synthesis),in the layout,synth area share (%)
and+or+nand+nor,1417,1417,23.13
AOI/OAI and AO/OA,1046,1046,24.52
DFF,512,512,45.73
buffers and inverters,298,498,4.667
muxes,49,49,1.916
xor gates and xnor gates,1,1,0.03127
other,0,47,0
worst paths after layout:
path / slack, ns / endpoint / startpoint / depth (start not counted)
worst max-delay path: -0.1 / predict_taken_o / pc_f_i[4] / 13
worst min-delay path: 0.48 / bht[217][1] / rst_n / 1
worst max register to register: 1.36 / bht[222][1] / bht[216][0] / 11
worst min register to register: 0.55 / bht[169][0] / bht[169][0] / 2
max in group asynchronous: 4.08 / bht[221][0] / rst_n / 2
min in group clk0: 0.55 / bht[169][0] / bht[169][0] / 2
what timing repair did:
item	CTS	global route
pin swaps	0	3
resized	2	21
setup endpoints to repair	1	2
buffers inserted	0	0
layout by cell type (no fill, tap or decap), types with 19 or more instances in the layout:
master,synthesis,routed
o21ai_0,56,55
o22ai_1,26,26
a22oi_1,125,124
and3_1,29,29
nand3_1,142,142
mux2i_1,21,21
o32ai_1,22,22
buf_12,0,56
nor2_1,826,822
nor3_1,39,34
nor4_1,30,25
a31oi_1,284,283
clkbuf_16,0,53
nor2b_1,25,19
diode_2,0,47
nand4_1,40,40
dfrtp_1,512,512
buf_4,18,320
a21oi_1,297,297
a32oi_1,41,41
mux2_2,27,27
nand2_1,145,144
a221oi_1,24,21
o211ai_1,21,21
a22o_1,34,34
nor3b_1,26,26
stage by stage:
stage	setup slack, ns	instances
finish	-0.09583	4318
global route	0.008496	4279
detailed placement	-0.09627	4174
floorplan	1.336	3323
CTS	0.002897	4271
global placement	-0.09977	4174
No activity file was given, so power comes from the tool's default toggle rates.
