[design/flow/run.sh]
#!/bin/bash
# OpenROAD 26Q1-2900-gdf79404cd8, Yosys 0.63+post, stock flow scripts
make -C /OpenROAD-flow-scripts/flow DESIGN_CONFIG=/design/flow/config.mk WORK_HOME=/design/flow/orfs finish
[design/flow/design.v]
module Mux3to1 #(
    parameter size = 32
)
(
    input  [1:0]                sel,
    input  signed [size-1:0]    s0,
    input  signed [size-1:0]    s1,
    input  signed [size-1:0]    s2,
    output signed [size-1:0]    out
);
always @(*) begin
    case(sel)
        2'b00: out = s0;
        2'b01: out = s1;
        2'b10: out = s2;
        default: out = 32'b0;  
    endcase
end
endmodule
[design/flow/config.mk]
export PLATFORM = sky130hd
export DESIGN_NAME = Mux3to1
export DESIGN_NICKNAME = Mux3to1
export VERILOG_FILES = /design/flow/design.v
export SDC_FILE = /design/flow/constraint.sdc
export NUM_CORES = 4
export LEC_CHECK = 1
export CORE_AREA = 10 10 76 76
export DIE_AREA = 0 0 86 86
[design/flow/constraint.sdc]
current_design Mux3to1

set clk_period 2.8
set clk_io_pct 0.2

create_clock -name clk0 -period $clk_period

set non_clock_inputs [all_inputs -no_clocks]
set_input_delay [expr $clk_period * $clk_io_pct] -clock clk0 $non_clock_inputs
set_output_delay [expr $clk_period * $clk_io_pct] -clock clk0 [all_outputs]
==> run notes <==
Implementation progress

The number of antenna diodes in the final layout is 0. Wire segments on met3 add up to 448 um in the final route. In the setup report, the worst path falls into the class in -> out. The number of vias in the routed layout stands at about 1,100. The number of warning messages in the logs stands at 32.

Across the VDD grid, the largest voltage drop is 0.1213 mV. In this run the tool buffered the top-level ports with approximately 130 buffer cells. Detailed-route iteration 0 reported a violation count of 15. The capture point of the critical path was reported as out[19].

The pin closest to its max-slew limit shows a slew of roughly 0.4 ns. The share of total power in combinational logic stands at 1.000. The data required time reported for the critical path is between 2 and 2.5 ns. The number of cells in Yosys stat stands at 77. Dividing the synthesized area by the synthesized cell count gives 10.22 um2. In this run the count of I/O pins placed on the die edge is 130.

Sorting the Yosys area breakdown by cell type puts at the top sky130_fd_sc_hd__mux2i_1. The power dissipated by switching net loads stands at 0.08013 mW. The first detailed-routing pass ran for 2 iterations. The final count of negative-setup-slack endpoints stands at 0. On the critical path the data arrives at 2.07 ns. The share of total power dissipated in the clock network is 0. According to the dpl log, the detail-placed design has an HPWL of 3999 um. The global router's overall resource usage stands at 0.1105.

The layout report lists the combined flip-flop and latch area as 0 um2. The flow ran to the end, and the final reports show no timing, DRC or antenna violations. After detailed routing, the average wire length per cell comes to 18.03 um. Setup repair after global routing left no endpoint under its margin. In this run the top signal layer used is met3. The number of sequential cells stands at 0. Entering global routing, the biggest net connects 33 pins. The most critical min-delay path falls under in -> out. The summed area of non-filler cells in the final layout stands at 0.002086 mm2. The worst setup path is captured at an output pin. Counting instances in the post-synthesis netlist gives the leading cell types as sky130_fd_sc_hd__mux2i_1, sky130_fd_sc_hd__o2bb2ai_1, sky130_fd_sc_hd__o2bb2ai_2. The clock buffers instantiated in the layout total 0. Per the synthesis report, the simple-gate share of the synthesized area is 0.01749.

The number of warnings reported in the yosys synthesis log stands at 5. Measured along the x axis, the die boundary spans 86 um. Counting every instance in the synthesized netlist gives 77. The script logs the ratio of routed vias to standard cells as 4.412. Counting the fill cells in the layout gives 375.

The routed design has 4508 um of wire. Of the total power, registers draw 0. Per the run summary, max-cap violations total 0. The switching power share of the total stands at 0.2586. The number of global-route vias before repair came to 1,207. In this run the post-CTS setup repair buffer count came out at 0. The power density over cell area stands at about 150 mW/mm2. The proportion of netlist area held by the largest area contributor stands at 0.4070. Sorting the synthesized cells by area gives the leading types as sky130_fd_sc_hd__mux2i_1, sky130_fd_sc_hd__o2bb2ai_1, sky130_fd_sc_hd__o2bb2ai_2, sky130_fd_sc_hd__buf_6, sky130_fd_sc_hd__nor2b_4. The report lists the number of standard-cell rows as 23.

The initial cell density of the core stands at 0.1912. The initial antenna violation count stands at 0. The congestion estimate from routability-driven global placement came to around 0.79.

The minimum clock period stands at 2.635 ns. The number of instances resized during post-cts repair stands at 0. Grouping non-sequential cells by family puts the most area in AND-OR/OR-AND gates. Along the worst path, the maximum fanout reaches 12. The placed standard-cell area stands at 0.002086 mm2.

In the power breakdown, the internal column shows around 0.23 mW. The hold buffer count at cts stands at 0. The portion of the clock cycle consumed by the worst path in the final layout stands at 0.9410. Based on the critical path, the design can be clocked at up to 0.3795 GHz. Of the total synthesized cell area, the portion taken by XOR and XNOR cells is 0.

The chip area line of the yosys report stands at 787.0 um2. The global-route wire length before repair stands at 6713 um. The cell area after technology mapping stands at 787.0 um2. The final hold violation count stands at 0. The worst slew slack as a fraction of its limit stands at 0.7319. The routed layout reports a DRC error count of 0. The distinct cell type count after synthesis stands at 8. The cell-mix breakdown from Yosys lists the adder-cell area share as 0. The placeable core area stands at 0.004115 mm2. The final max-slew violation count recorded for this run is 0. The sum of negative setup slack stands at 0 ns. The tally of nets with antenna violations remaining after routing stands at 0. For this design the static power due to leakage is 0.7983 nW. The area fraction in compound gates after synthesis stands at 0.4356. The chip height stands at 86 um.

The met2 layer wire length in the routed design stands at 2294 um. The die covers 0.007396 mm2. Of the cells placed in the final design, the portion with a size suffix greater than 1 is 0.08500.

The sequential element share of the synthesized area stands at 0. The worst setup path is launched from a primary input. The share of synthesized area spent on multiplexers stands at 0.4070. In the post-synthesis netlist, the cell with the most instances is sky130_fd_sc_hd__mux2i_1. Recorded from the global router log, the overflow total was 0.

In the final routing, the length of wire on met1 measures ~1800 um. For reference, the critical path is launched at sel[0]. The worst hold slack after final layout stands at 1.969 ns. Between the synthesized netlist and the finished layout, the area growth was recorded as 165.0%.
[power groups by stage]
| stage | clock network, mW | registers (mW) | logic, mW |
|---|---|---|---|
| final | 0 | 0 | 0.310 |
| after global routing | 0 | 0 | 0.334 |
| after CTS | 0 | 0 | 0.316 |
[through the flow]
step	total power, mW	instances	util	setup WS, ns
final	0.3099	250	0.5068	0.1652
after floorplan	0.09017	77	-	1.083
after CTS	0.3158	250	0.5068	0.1609
after detailed placement	0.3144	250	0.5068	0.1592
after global routing	0.3342	250	0.5068	0.05917
after global placement	0.3114	250	0.5068	0.1719
[routing by layer]
metal | vias up | track usage
li1 | 568 | -
met1 | 473 | 0.1196
met2 | 62 | 0.2096
met3 | 0 | 0.04099
met4 | 0 | 0
met5 | - | 0
[area by class of cell]
| cell class | instances | area [um2] | share of cell area |
|---|---|---|---|
| multi-input cells | 65 | 676.9 | 0.3245 |
| well taps | 50 | 62.56 | 0.02999 |
| repair buffers | 135 | 1346 | 0.6455 |
[cell families (layout without fill, tap and decap cells)]
| family | count (synthesis) | count (layout) |
|---|---|---|
| AND-OR/OR-AND | 32 | 32 |
| multiplexers | 32 | 32 |
| buffers and inverters | 12 | 135 |
| AND/OR/NAND/NOR | 1 | 1 |
[cell usage in the layout, fill, tap and decap left out]
master and instances:
sky130_fd_sc_hd__o2bb2ai_2 10, sky130_fd_sc_hd__buf_12 1, sky130_fd_sc_hd__nor2b_4 1, sky130_fd_sc_hd__buf_2 1, sky130_fd_sc_hd__clkdlybuf4s50_1 129, sky130_fd_sc_hd__o2bb2ai_1 22, sky130_fd_sc_hd__buf_4 4, sky130_fd_sc_hd__mux2i_1 32
[worst min-delay path by stage]
stage | start | end | slack [ns] | depth (start not counted)
finish | sel[1] | out[1] | 1.97 | 5
global route | sel[1] | out[3] | 2.02 | 5
CTS | sel[1] | out[1] | 1.98 | 5
[critical path, stage by stage]
cell,delay (ns)
sky130_fd_sc_hd__clkdlybuf4s50_1,0.48
sky130_fd_sc_hd__nor2b_4,0.18
sky130_fd_sc_hd__buf_4,0.21
sky130_fd_sc_hd__o2bb2ai_1,0.12
sky130_fd_sc_hd__clkdlybuf4s50_1,0.52
Power and IR drop assume default switching activity.
