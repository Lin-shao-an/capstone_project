### design.v
module MEM_Reg(
    input           clk,
    input           rst_n,
    input           en,
    input           clear,
    input           pc_valid_i,
    input  [31:0]   pc_i,
    input  [31:0]   pc_p4_i,
    input  [31:0]   ALU_i,
    input  [31:0]   reg_rd_data2_i,
    input  [4:0]    rd_i,
    input  [31:0]   csr_rd_data_i,
    input           reg_wr_en_i,
    input  [1:0]    reg_w_sel_i,
    input           mem_wr_en_i,
    input           mem_rd_en_i,
    input  [3:0]    mem_ctrl_i,
    output          pc_valid_o,
    output [31:0]   pc_o,
    output [31:0]   pc_p4_o,
    output [31:0]   ALU_o,
    output [31:0]   reg_rd_data2_o,
    output [4:0]    rd_o,
    output [31:0]   csr_rd_data_o,
    output          reg_wr_en_o,
    output [1:0]    reg_w_sel_o,
    output          mem_wr_en_o,
    output          mem_rd_en_o,
    output [3:0]    mem_ctrl_o
);
PipelineRegister #(.WIDTH( 1)) reg_pc_valid   (.clk(clk), .rst_n(rst_n), .clear(clear), .en(en), .data_i(pc_valid_i),       .data_o(pc_valid_o));
PipelineRegister #(.WIDTH(32)) reg_pc         (.clk(clk), .rst_n(rst_n), .clear(clear), .en(en), .data_i(pc_i),             .data_o(pc_o));
PipelineRegister #(.WIDTH(32)) reg_pc_p4      (.clk(clk), .rst_n(rst_n), .clear(clear), .en(en), .data_i(pc_p4_i),          .data_o(pc_p4_o));
PipelineRegister #(.WIDTH(32)) reg_ALU        (.clk(clk), .rst_n(rst_n), .clear(clear), .en(en), .data_i(ALU_i),            .data_o(ALU_o));
PipelineRegister #(.WIDTH(32)) reg_rd_data2   (.clk(clk), .rst_n(rst_n), .clear(clear), .en(en), .data_i(reg_rd_data2_i),   .data_o(reg_rd_data2_o));
PipelineRegister #(.WIDTH(5))  reg_rd         (.clk(clk), .rst_n(rst_n), .clear(clear), .en(en), .data_i(rd_i),             .data_o(rd_o));
PipelineRegister #(.WIDTH(32)) csr_rd_data    (.clk(clk), .rst_n(rst_n), .clear(clear), .en(en), .data_i(csr_rd_data_i),    .data_o(csr_rd_data_o));
PipelineRegister #(.WIDTH(1))  reg_reg_wr_en  (.clk(clk), .rst_n(rst_n), .clear(clear), .en(en), .data_i(reg_wr_en_i),      .data_o(reg_wr_en_o));
PipelineRegister #(.WIDTH(2))  reg_reg_w_sel  (.clk(clk), .rst_n(rst_n), .clear(clear), .en(en), .data_i(reg_w_sel_i),      .data_o(reg_w_sel_o));
PipelineRegister #(.WIDTH(1))  reg_mem_wr_en  (.clk(clk), .rst_n(rst_n), .clear(clear), .en(en), .data_i(mem_wr_en_i),      .data_o(mem_wr_en_o));
PipelineRegister #(.WIDTH(1))  reg_mem_rd_en  (.clk(clk), .rst_n(rst_n), .clear(clear), .en(en), .data_i(mem_rd_en_i),      .data_o(mem_rd_en_o));
PipelineRegister #(.WIDTH(4))  reg_mem_ctrl   (.clk(clk), .rst_n(rst_n), .clear(clear), .en(en), .data_i(mem_ctrl_i),       .data_o(mem_ctrl_o));
endmodule
module PipelineRegister #(
    parameter WIDTH = 32
)
(
    input                   clk,
    input                   rst_n,
    input                   clear,
    input                   en,
    input  [WIDTH-1:0]      data_i,
    output reg [WIDTH-1:0]  data_o
);
always @(posedge clk or negedge rst_n) begin
    if (~rst_n) data_o <= {WIDTH{1'b0}};
    else if (en) begin
        if (clear) data_o <= {WIDTH{1'b0}};
        else data_o <= data_i;
    end
end
endmodule
### run.sh
#!/bin/bash
# OpenROAD 26Q1-2900-gdf79404cd8, Yosys 0.63+post, stock flow scripts
make -C /OpenROAD-flow-scripts/flow DESIGN_CONFIG=/design/flow/config.mk WORK_HOME=/design/flow/orfs finish
### config.mk
export PLATFORM = sky130hd
export DESIGN_NAME = MEM_Reg
export DESIGN_NICKNAME = MEM_Reg
export VERILOG_FILES = /design/flow/design.v
export SDC_FILE = /design/flow/constraint.sdc
export NUM_CORES = 4
export LEC_CHECK = 1
export CORE_AREA = 10 10 199 199
export DIE_AREA = 0 0 209 209
### constraint.sdc
current_design MEM_Reg

set clk_period 1.4
set clk_io_pct 0.2

create_clock -name clk0 -period $clk_period [get_ports {clk}]

set non_clock_inputs [all_inputs -no_clocks]
set_input_delay [expr $clk_period * $clk_io_pct] -clock clk0 $non_clock_inputs
set_output_delay [expr $clk_period * $clk_io_pct] -clock clk0 [all_outputs]
==> results.sh <==
# yosys + openroad results
export IMPL_status="completed"
export IMPL_tool_warnings=25
export IMPL_timing_critical_path_fanout_max=2
export IMPL_dpl_hpwl_um=18310
export IMPL_slew_viol_final=0
export IMPL_fin_crit_sh_pct=96.91
export IMPL_yosys_warning_count=5
export IMPL_proportion_of_synthesized_area_in_mux_cells_pct=0
export IMPL_top_comb_family_area="simple AND/OR/NAND/NOR gates"
export IMPL_remaining_drc_errors=0
export IMPL_synth_top_cell_by_area="sky130_fd_sc_hd__dfrtp_1"
export IMPL_ys_types=12
export IMPL_achievable_frequency_mhz=737.1
export IMPL_grt_usage_pct=11.40
export IMPL_crit_buf_inv=1
export IMPL_globalRouteOverflowTotal=0
export IMPL_power_per_cell_area_mw_per_mm2=1025
export IMPL_timing_hold_worst_class="in2reg"
export IMPL_cts_max_level=4
export IMPL_finClkSkew_ns=0
export IMPL_grt_pass1_wl_um=39230
export IMPL_simple_gate_area_share_pct=16.22
export IMPL_finalWirelength_um=25620
export IMPL_die_y_um=209
export IMPL_vias_in_the_first_global_route=6434
export IMPL_setup_viol_count_final=0
export IMPL_fillerInstances=3565
export IMPL_initial_antenna_violation_count=0
export IMPL_worst_skew_pair_late_latency_ns=0.43
export IMPL_n_antenna_cell=0
export IMPL_arrival_ns=1.08
export IMPL_synth_flop_count=175
export IMPL_finish_cell_count_without_fillers=1594
export IMPL_die_width_um=209
export IMPL_worst_path_dominant_cell_family="flip-flops"
export IMPL_layout_area_comb_mm2=0.002155
export IMPL_post_synth_xor_area_fraction_pct=0
export IMPL_sequential_cell_area_mm2=0.004379
export IMPL_post_synth_seq_share_pct=57.77
export IMPL_row_count=69
export IMPL_yosys_area_share_adder_pct=0
export IMPL_cts_buffers=17
export IMPL_maximum_number_of_pins_on_one_net_before_global_route_repair=80
export IMPL_postRouteAntennaNets=0
export IMPL_worst_path_largest_cell_delay_ns=0.38
export IMPL_drt_wirelength_per_cell_um=16.07
export IMPL_core_area_mm2=0.03540
export IMPL_io_pin_count=354
export IMPL_static_leakage_power_nw=5.638
export IMPL_placed_cells_incl_taps=1509
export IMPL_worst_hold_slack_ns=0.1831
export IMPL_num_vias=6411
export IMPL_synth_compound_area_share_pct=12.20
export IMPL_drt_pass1_iterations=4
export IMPL_final_layout_size_suffix_gt1_share_pct=9.179
export IMPL_synthesis_instances=732
export IMPL_synth_area_per_cell_um2=10.36
export IMPL_chipArea_mm2=0.04368
export IMPL_period_needed_ns=1.357
export IMPL_cts_tree="done"
export IMPL_vdd_ir_drop_worst_uv=831.9
export IMPL_report_final_hold_viol_count=0
export IMPL_worst_pin_slew_ns=0.3383
export IMPL_crit_slowest_cell="sky130_fd_sc_hd__dfrtp_1"
export IMPL_start_kind="register"
export IMPL_portBuffers=353
export IMPL_numClockSinks=175
export IMPL_max_cap_viol_count=0
export IMPL_slew_headroom_pct=77.40
export IMPL_reg2reg_setup_slack_ns=0.46
export IMPL_cts_root_buf="sky130_fd_sc_hd__clkbuf_16"
export IMPL_syn_cell_area_mm2=0.007581
export IMPL_critical_path_required_ns=1.12
export IMPL_yosys_stat_cells=732
export IMPL_criticalPathCategory="reg2out"
export IMPL_globalplace_congestion=0.7773
export IMPL_synth_largest_type_area_fraction_pct=57.77
export IMPL_detail_route_vias_per_cell=4.022
export IMPL_post_route_util_pct=35.03
export IMPL_cp_end_kind="output pin"
export IMPL_cp_cell_sequence="dlygate4sd2_1"
export IMPL_drt_initial_drc_count=314
export IMPL_yosys_stat_area_mm2=0.007581
export IMPL_syn2layout_area_growth_pct=63.56
export IMPL_cts_max_path_buffers=2
export IMPL_topCellsByArea="sky130_fd_sc_hd__dfrtp_1 (58%), sky130_fd_sc_hd__nand3b_1 (16%), sky130_fd_sc_hd__o21ai_1 (11%), sky130_fd_sc_hd__inv_1 (8.0%), sky130_fd_sc_hd__buf_6 (3.9%)"
export IMPL_worst_setup_hold_path_clk_slew_ns=0.07
export IMPL_core_util_floorplan_pct=21.42
[through the flow]
step	worst slack (ns)	setup TNS, ns	area [um2]	power (mW)
after floorplan	0.4450	0	7581	6.325
after global placement	0.1995	0	11500	7.958
after detailed placement	0.1951	0	11500	7.969
after CTS	0.0004874	0	12180	12.85
after global routing	-0.009990	-0.02349	12400	13.34
final	0.04328	0	12400	12.71
[synthesized netlist by cell type]
master                     instances
sky130_fd_sc_hd__inv_2             1
sky130_fd_sc_hd__inv_1           162
sky130_fd_sc_hd__buf_4             1
sky130_fd_sc_hd__buf_2            12
sky130_fd_sc_hd__nor2b_4           1
sky130_fd_sc_hd__dfrtp_1         175
sky130_fd_sc_hd__buf_8             1
sky130_fd_sc_hd__o21ai_1         162
sky130_fd_sc_hd__clkbuf_1         16
sky130_fd_sc_hd__buf_6            26
sky130_fd_sc_hd__a22o_1           13
sky130_fd_sc_hd__nand3b_1        162
[registers in the layout (all words and copies together), names as in the netlist]
name and cells:
reg_reg_w_sel.data_o 2, reg_ALU.data_o 32, reg_mem_rd_en.data_o 1, reg_pc.data_o 32
reg_pc_valid.data_o 1, reg_mem_ctrl.data_o 4, reg_rd.data_o 5, reg_reg_wr_en.data_o 1
reg_mem_wr_en.data_o 1, csr_rd_data.data_o 32, reg_rd_data2.data_o 32, reg_pc_p4.data_o 32
[layout by cell type, fill, tap and decap left out]
cell and n:
sky130_fd_sc_hd__a22o_1 13, sky130_fd_sc_hd__buf_12 9, sky130_fd_sc_hd__buf_4 64, sky130_fd_sc_hd__buf_6 1, sky130_fd_sc_hd__buf_8 1, sky130_fd_sc_hd__bufinv_16 3
sky130_fd_sc_hd__clkbuf_1 4, sky130_fd_sc_hd__clkbuf_16 17, sky130_fd_sc_hd__clkbuf_8 1, sky130_fd_sc_hd__clkdlybuf4s15_1 84, sky130_fd_sc_hd__clkdlybuf4s50_1 175, sky130_fd_sc_hd__clkinv_4 1
sky130_fd_sc_hd__clkinvlp_4 5, sky130_fd_sc_hd__dfrtp_1 175, sky130_fd_sc_hd__dlygate4sd2_1 91, sky130_fd_sc_hd__dlygate4sd3_1 1, sky130_fd_sc_hd__inv_1 162, sky130_fd_sc_hd__inv_2 1
sky130_fd_sc_hd__nand3b_1 162, sky130_fd_sc_hd__nor2b_4 1, sky130_fd_sc_hd__o21ai_1 162
[path summary, 6_finish.rpt]
path                       depth (start not counted)                     from                endpoint
min in group asynchronous                          3                    rst_n      reg_ALU.data_o[15]
max in group asynchronous                          3                    rst_n   csr_rd_data.data_o[6]
max                                                1  reg_rd_data2.data_o[31]      reg_rd_data2_o[31]
min                                                3                    clear  csr_rd_data.data_o[12]
min reg2reg                                        2       reg_ALU.data_o[29]      reg_ALU.data_o[29]
max reg2reg                                        3   reg_mem_ctrl.data_o[0]  reg_mem_ctrl.data_o[0]
[per-layer routing]
layer  vias up  GRT usage [%]  part of all wire, %
li1       3136              -                    -
met1      3014          15.87                   45
met2       246          16.22                   43
met3        15          5.904                   12
met4         0          1.067                  1.1
met5         -              0                    0
[kinds of logic (layout without fill, tap and decap cells)]
kind of cell	after synthesis	in the layout
buf+inv	219	620
compound gates	175	175
flops	175	175
simple gates	163	163
[layout make-up]
cell class	count	share of cell area (%)
Sequential cell	175	35.32
Timing Repair Buffer	426	32.96
Multi-Input combinational cell	338	17.38
Inverter	163	4.934
Tap cell	461	4.652
Clock buffer	22	3.663
Clock inverter	9	1.100
[what timing repair did]
item                       in CTS  in global routing
setup endpoints to repair     175                 59
gates resized                 217                 42
hold buffers                    2                  0
hold endpoints to repair       23                  0
setup buffers                  30                 22
[power by group]
| group | internal (mW) | switching (mW) | leakage, nW | total (mW) |
|---|---|---|---|---|
| clock network | 2.85 | 2.08 | 0.269 | 4.93 |
| logic | 1.34 | 0.792 | 3.09 | 2.13 |
| registers | 5.45 | 0.202 | 2.28 | 5.65 |
| total | 9.64 | 3.07 | 5.64 | 12.7 |
Power is estimated from default activity; no workload was simulated.
